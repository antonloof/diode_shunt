`./config.mk`:
```
export PLATFORM = sky130hd
export DESIGN_NAME = nr_div
export DESIGN_NICKNAME = nr_div
export VERILOG_FILES = /design/flow/design.v
export SDC_FILE = /design/flow/constraint.sdc
export NUM_CORES = 4
export LEC_CHECK = 1
export CORE_UTILIZATION = 50
```
`./constraint.sdc`:
```
current_design nr_div

set clk_period 11.0
set clk_io_pct 0.2

create_clock -name clk0 -period $clk_period [get_ports {clk}]

set non_clock_inputs [all_inputs -no_clocks]
set_input_delay [expr $clk_period * $clk_io_pct] -clock clk0 $non_clock_inputs
set_output_delay [expr $clk_period * $clk_io_pct] -clock clk0 [all_outputs]
```
`./design.v`:
```
module nr_div (
    input rstn,
    input clk,
    input [MANTISSA_W+EXP_W-1:0] d,
    input in_valid,
    output reg in_ready,
    output reg [MANTISSA_W+EXP_W-1:0] out,
    output reg out_valid,
    input out_ready
);
    localparam MANTISSA_W = 16;
    localparam EXP_W = 8;
    localparam ITERATION_COUNT = 4;
    localparam ITERATION_CNT_W = 2;
    localparam MANTISSA_W_CLOG2 = 4;
    localparam STATE_W = 2;
    localparam STATE_IDLE = 0;
    localparam STATE_APPROXIMATE = 1;
    localparam STATE_ITTERATING = 2;
    localparam STATE_DONE = 3;
    localparam FIX_POINT_LOCATION = 15;
    localparam CONST_48_OVER_17 = 32'd3031741621;  
    localparam CONST_32_OVER_17 = 16'd61681;  
    localparam CONST_2 = 32'h80000000;  
    reg [MANTISSA_W-1:0] d_man;  
    reg [31:0] z;  
    reg [31:0] ztemp;  
    reg signed [EXP_W-1:0] d_exp;  
    reg d_sign;
    reg [ITERATION_CNT_W-1:0] i;
    reg [STATE_W-1:0] state;
    always @(posedge clk) begin
        if (!rstn) begin
            i <= 0;
            state <= STATE_IDLE;
            in_ready <= 1;
            out_valid <= 0;
        end else begin
            if (state == STATE_IDLE) begin
                out_valid <= 0;
                if (in_ready && in_valid) begin
                    d_man <= ({(MANTISSA_W){d[MANTISSA_W+EXP_W-1]}} ^ d[MANTISSA_W+EXP_W-1:EXP_W]) + d[MANTISSA_W+EXP_W-1];
                    d_exp <= d[EXP_W-1:0];
                    d_sign <= d[MANTISSA_W+EXP_W-1];
                    state <= STATE_APPROXIMATE;
                    in_ready <= 0;
                end
            end else if (state == STATE_APPROXIMATE) begin
                z <= CONST_48_OVER_17 - (CONST_32_OVER_17 * d_man);
                state <= STATE_ITTERATING;
            end else if (state == STATE_ITTERATING) begin
                i <= i+1;
                if (i[0] == 1'b0) begin
                    ztemp <= CONST_2-(d_man * (z >> FIX_POINT_LOCATION));
                end else begin
                    z <= ((z >> FIX_POINT_LOCATION) * (ztemp >> FIX_POINT_LOCATION));
                end
                if (i == ITERATION_COUNT-1) begin
                    i <= 0;
                    state <= STATE_DONE;
                end
            end else if (state == STATE_DONE) begin
                out_valid <= 1;
                out[MANTISSA_W+EXP_W-1:EXP_W] <= ({MANTISSA_W{d_sign}} ^ (z[31:31-MANTISSA_W+1])) + d_sign;
                out[EXP_W-1:0] <= -d_exp + 1'b1;
                if (out_ready <= 1) begin
                    state <= STATE_IDLE;
                    in_ready <= 1;
                end
            end
        end
    end
endmodule
```
`./run.sh`:
```
#!/bin/bash
# OpenROAD 26Q1-2900-gdf79404cd8, Yosys 0.63+post, stock flow scripts
make -C /OpenROAD-flow-scripts/flow DESIGN_CONFIG=/design/flow/config.mk WORK_HOME=/design/flow/orfs finish
```
==> flow_summary.yaml <==
# physical design summary
run_status:
  status: "finished, final reports clean"
place:
  gp_congestion: 0.901
  portBuffers: 52
  dpl.hpwl_um: 47200
route:
  totalWireLength_um: 59300
  wl_per_cell_um: 16.9
  first_iter_violations: 681
  num_vias: 18098
  drc_errors: 0
  viasPerCell: 5.15
  firstDrtPassIters: 5
  ant_nets: 0
setup_path:
  endpoint_kind: "register"
  required_ps: 11120
  crit_chain: "buf_4, and2_1, fa_1, inv_1, fa_1, fa_1, fa_1, fa_1, inv_1, fa_1, inv_1, ha_1, a2111oi_0, o21ai_1, a21oi_2, a211oi_2, nor3_2, o31a_4, o2111ai_4, a21oi_2, xnor2_1"
  critPathLaunchType: "register"
  worstPathArrival_ps: 7240
  crit_top_cell: "fa_1"
  crit_slowest_cell: "edfxtp_1"
  cp_max_fo: 24
  crit_type: "reg -> reg"
  max_stage_delay_ps: 720
logic_synthesis:
  synth_top_area_share_pct: 39.5
  edf_count: 83
  ys_sh_xor_pct: 3.38
  ys_types: 69
  ys_sh_mux_pct: 0.344
  syn_avg_cell_area_um2: 9.26
  syn_area_um2: 26200
  synthFlopType: "edfxtp_1"
  numSynthFlops: 91
  top_cells_by_area: "fa_1, ha_1, inv_1, edfxtp_1, and2_1"
  async_flop_share_pct: 0
  synthCells: 2825
  synth-adder-area-share_pct: 55.4
  yosysChipArea_um2: 26200
  ys_sh_simple_pct: 14.2
  ys_sh_aoi_pct: 4.66
  ys_cells: 2825
  yosys.area.top_type: "fa_1"
  yosysWarningCount: 1
  ys_seq_share_pct: 10.1
  ys_top_logic_family: "adder cells"
layout:
  ff_latch_area_um2: 2650
  area_growth_pct: 6.47
  final_layout_size_suffix_gt1_share_pct: 3.35
  comb_area_um2: 20400
  nFillCells: 4599
timing:
  worst_slew_pin_slew_ps: 704
  setup_viol: 0
  drv_slew: 0
  holdWs_ps: 472
  min_period_over_period_pct: 64.6
  period_minus_slack_ps: 7110
  setup_tns_ps: 0
  rsz0062_at_grt: "no"
  finalClockSkew_ps: 26.7
  hold_viol: 0
  timing.fmax_ghz: 0.141
  slew_headroom_pct: 53.1
clocking:
  ctsRootBufferMaster: "clkbuf_16"
  path_clk_slew_ps: 70
  ctsHoldBuffers: 0
  post_cts_resized: 0
  post_cts_buffers: 0
  clock_sinks: 91
  cts_max_level: 3
  cts_buffers: 9
  cts_buffer_depth: 2
  cts_tree: "built"
  worstSkewPairLatency_ps: 400
floorplanning:
  fp.coreArea_um2: 51500
  die_h_um: 231
  fp.dieW_um: 231
  die-area_um2: 53200
  io_pins: 54
  rows: 83
  initCoreUtil_pct: 50.8
job:
  cap_violations: 0
  log.warning_count: 53
global_route:
  antenna_found_initial: 1
  grt_pass1_wl_um: 101000
  grtUsageTotal_pct: 26.3
  grt_max_degree: 39
  grt_pass1_vias: 19531
  overflow: 0
hold_path:
  min_path_type: "reg -> reg"
per-stage QoR:
step           area, um2  std cells  worst slack (ps)  utilization [%]
2_1_floorplan      26200       2825              4730                -
3_5_place_dp       27500       3499              3750             53.4
3_3_place_gp       27500       3499              3800             53.4
4_1_cts            27900       3515              3730             54.1
5_1_grt            27900       3515              3440             54.1
6_report           27900       3516              3890             54.1
sequential cells by signal, indices dropped and copies added (netlist names):
| name | count |
|---|---|
| out | 24 |
| i | 2 |
| state | 4 |
| d_sign | 1 |
| z | 17 |
| d_exp | 8 |
| d_man | 16 |
| in_ready | 1 |
| ztemp | 17 |
| out_valid | 1 |
placed cells by master, fill, tap and decap left out, types with 9 or more instances in the layout:
cell and count:
and3_1 10, mux2i_1 9, o21a_1 11, nand3_1 19
nor2_1 90, ha_1 333, inv_1 710, a21o_1 18
and2_1 229, nor3_1 18, clkbuf_16 11, xnor2_1 62
buf_4 54, clkdlybuf4s50_1 52, o21ai_0 29, edfxtp_1 83
xor2_1 39, fa_1 516, nand2b_1 11, nand2_1 340
a21oi_1 61
logic make-up (layout without fill, tap and decap cells):
group,after synthesis,after routing
buf+inv,824,834
fa+ha+maj,849,849
compound gates,184,184
simple gates,767,767
mux,9,9
other cells,0,1
flops,91,91
xor+xnor,101,101
path summary, 6_finish.rpt:
kind / start / end / slack (ps) / depth (start not counted)
worst max-delay path: z[21]$_DFFE_PP_ / ztemp[31]$_DFFE_PP_ / 3890 / 21
worst min register to register: out_valid$_SDFFE_PN0P_ / out_valid$_SDFFE_PN0P_ / 470 / 2
worst min-delay path: out_valid$_SDFFE_PN0P_ / out_valid$_SDFFE_PN0P_ / 470 / 2
worst max register to register: z[21]$_DFFE_PP_ / ztemp[31]$_DFFE_PP_ / 3890 / 21
area by class of cell:
type                       instances  share of cell area, %
antenna                            1                0.00898
clock buffer                      12                   1.04
clock inverter                     4                  0.162
inverter                         712                   9.59
multi-input combinational       1910                   73.3
sequential                        91                   9.52
tap                              680                   3.05
timing repair buffer             106                   3.32
layer usage:
layer | routed length [um] | global-route usage [%] | share of wire [%]
met5 | 36 | 0.643 | 0.061
met4 | 742 | 2.77 | 1.3
met3 | 5070 | 9.35 | 8.6
met2 | 27800 | 40.2 | 47
met1 | 25600 | 39.9 | 43
critical path, delay by kind of cell, from the launching register on:
kind	cells	cell delay (ps)
compound gates	7	1680
xor+xnor	1	70
fa+ha+maj	7	3140
buf+inv	4	610
flops	1	720
simple gates	2	580
cells in the mapped netlist (3+ instances only):
master and count:
nor4_1 4, o31ai_1 8, mux2i_1 9, nand4_1 8
nand2b_1 11, o21ai_0 29, edfxtp_1 83, o21ai_1 4
a211oi_1 6, nor2b_1 6, nand2_1 340, a31oi_1 5
buf_1 10, a21o_1 18, a21oi_1 61, or3_1 4
and4_1 4, a2111oi_0 3, nor2_1 92, xnor2_1 62
a21oi_2 4, or2_2 5, ha_1 333, o21a_1 11
inv_1 710, dfxtp_1 8, a21boi_0 4, fa_1 516
and2_1 229, o21bai_1 3, nand3_1 19, o22ai_1 5
nor3_1 19, clkbuf_1 99, nand3b_1 4, and3_1 10
and4b_1 3, xor2_1 39
