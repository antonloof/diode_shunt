$ cat flow/constraint.sdc
current_design hyperbolic_exp_cordic

set clk_period 9.7
set clk_io_pct 0.2

create_clock -name clk0 -period $clk_period [get_ports {clk}]

set non_clock_inputs [all_inputs -no_clocks]
set_input_delay [expr $clk_period * $clk_io_pct] -clock clk0 $non_clock_inputs
set_output_delay [expr $clk_period * $clk_io_pct] -clock clk0 [all_outputs]
$ cat flow/design.v
module hyperbolic_exp_cordic (
    input rstn,
    input clk,
    input signed [NUM_W - 1:0] z0,
    input in_valid,
    output reg in_ready,
    output reg signed [NUM_W - 1:0] w,
    output reg out_valid,
    input out_ready
);
    localparam NUM_W = 16;
    localparam ITERATION_COUNT = NUM_W;
    localparam NUM_W_BITS = $clog2(ITERATION_COUNT+1);
    localparam state_idle = 0;
    localparam state_iterating = 1;
    localparam state_done = 2;
    localparam signed CORDIC_FACTOR = 19784;
    reg [NUM_W_BITS-1:0] iteration_no;
    reg [1:0] state;
    reg signed [NUM_W-1:0] z;
    reg [NUM_W - 1:0] STATE_INDEXES [ITERATION_COUNT - 1: 0];
    reg signed [NUM_W:1] ATANH_2_TO_THE_MINUS_I [ITERATION_COUNT - 1: 0];
    reg signed [15:0] t;
    initial begin
        STATE_INDEXES[0] <= 1;
        STATE_INDEXES[1] <= 2;
        STATE_INDEXES[2] <= 3;
        STATE_INDEXES[3] <= 4;
        STATE_INDEXES[4] <= 4;
        STATE_INDEXES[5] <= 5;
        STATE_INDEXES[6] <= 6;
        STATE_INDEXES[7] <= 7;
        STATE_INDEXES[8] <= 8;
        STATE_INDEXES[9] <= 9;
        STATE_INDEXES[10] <= 10;
        STATE_INDEXES[11] <= 11;
        STATE_INDEXES[12] <= 12;
        STATE_INDEXES[13] <= 13;
        STATE_INDEXES[14] <= 13;
        STATE_INDEXES[15] <= 14;
        ATANH_2_TO_THE_MINUS_I[1] <= 9000;
        ATANH_2_TO_THE_MINUS_I[2] <= 4185;
        ATANH_2_TO_THE_MINUS_I[3] <= 2059;
        ATANH_2_TO_THE_MINUS_I[4] <= 1025;
        ATANH_2_TO_THE_MINUS_I[5] <= 512;
        ATANH_2_TO_THE_MINUS_I[6] <= 256;
        ATANH_2_TO_THE_MINUS_I[7] <= 128;
        ATANH_2_TO_THE_MINUS_I[8] <= 64;
        ATANH_2_TO_THE_MINUS_I[9] <= 32;
        ATANH_2_TO_THE_MINUS_I[10] <= 16;
        ATANH_2_TO_THE_MINUS_I[11] <= 8;
        ATANH_2_TO_THE_MINUS_I[12] <= 4;
        ATANH_2_TO_THE_MINUS_I[13] <= 2;
        ATANH_2_TO_THE_MINUS_I[14] <= 1;
    end
    always @(posedge clk) begin
        if (!rstn) begin
            in_ready <= 1;
            out_valid <= 0;
            iteration_no <= 0;
            state <= state_idle;
            z <= 0;
            w <= 0;
        end else begin 
            if (state == state_idle) begin
                if (in_ready && in_valid) begin
                    z <= z0;
                    w <= CORDIC_FACTOR;
                    state <= state_iterating;
                    iteration_no <= 0;
                end
            end else if (state == state_iterating) begin
                iteration_no <= iteration_no + 1;
                t <= ATANH_2_TO_THE_MINUS_I[STATE_INDEXES[iteration_no]];
                z <= z - (({NUM_W{z[NUM_W-1]}} ^ ATANH_2_TO_THE_MINUS_I[STATE_INDEXES[iteration_no]]) + z[NUM_W-1]);
                w <= w + ({NUM_W{z[NUM_W-1]}} ^ (w >> STATE_INDEXES[iteration_no])) + z[NUM_W-1];
                if (iteration_no == ITERATION_COUNT - 1) begin
                    state <= state_done;
                    out_valid <= 1;
                end
            end else if (state == state_done) begin
                if (out_ready && out_valid) begin
                    state <= state_idle;
                end
            end
        end
    end
endmodule
$ cat flow/config.mk
export PLATFORM = sky130hd
export DESIGN_NAME = hyperbolic_exp_cordic
export DESIGN_NICKNAME = hyperbolic_exp_cordic
export VERILOG_FILES = /design/flow/design.v
export SDC_FILE = /design/flow/constraint.sdc
export NUM_CORES = 4
export LEC_CHECK = 1
export CORE_UTILIZATION = 40
$ cat flow/run.sh
#!/bin/bash
# OpenROAD 26Q1-2900-gdf79404cd8, Yosys 0.63+post, stock flow scripts
make -C /OpenROAD-flow-scripts/flow DESIGN_CONFIG=/design/flow/config.mk WORK_HOME=/design/flow/orfs finish
==> qor.json <==
{
  "first_pass_grt_wire_length": {"value": 18700, "unit": "microns"},
  "numSynthFlops": {"value": 45},
  "number_of_warnings_printed_during_yosys_synthesis": {"value": 1},
  "post_route_fraction_of_the_period_consumed_by_the_critical_path": {"value": 41.0, "unit": "%"},
  "hp-class": {"value": "flop to flop"},
  "cts.root.buffer_cell": {"value": "sky130_fd_sc_hd__clkbuf_8"},
  "xor_area_share": {"value": 10.3, "unit": "%"},
  "syn_area_per_cell": {"value": 7.70, "unit": "sq um"},
  "synth_seq_share": {"value": 20.3, "unit": "%"},
  "area.growth.synth_to_final": {"value": 13.1, "unit": "%"},
  "setup_viol": {"value": 0},
  "timing.final.hold_violations": {"value": 0},
  "floorplan.die.width": {"value": 107, "unit": "microns"},
  "max_slew.worst_pin.slew": {"value": 708, "unit": "ps"},
  "init_core_util": {"value": 41.0, "unit": "%"},
  "htree_num_levels": {"value": 2},
  "average_wire_per_cell_in_the_routed_design": {"value": 14.9, "unit": "microns"},
  "drtAntennaViolNets": {"value": 0},
  "n_antenna_cell": {"value": 0},
  "clock_share_of_power": {"value": 19.5, "unit": "%"},
  "total_leakage_power": {"value": 2.31, "unit": "nW"},
  "drc": {"value": 0},
  "worst_ir_drop_vdd": {"value": 74.7, "unit": "uV"},
  "tritoncts": {"value": "yes"},
  "mostFrequentLayoutCell": {"value": "sky130_fd_sc_hd__inv_1"},
  "synth_area_in_adders": {"value": 13.6, "unit": "%"},
  "internal_power": {"value": 407, "unit": "uW"},
  "final_cell_area": {"value": 0.00501, "unit": "sq mm"},
  "clock_insertion_delay_worst_skew": {"value": 310, "unit": "ps"},
  "timing_worst_setup_path_type": {"value": "flop to flop"},
  "finalMaxSlewViolations": {"value": 0},
  "cell_area_after_synthesis": {"value": 0.00443, "unit": "sq mm"},
  "postSynth.topFlopCell": {"value": "sky130_fd_sc_hd__dfxtp_1"},
  "setup_buffers_after_cts": {"value": 0},
  "setup.worst_path.end_class": {"value": "flop"},
  "setup-tns-final": {"value": 0, "unit": "ps"},
  "post_synth_mux_share": {"value": 7.91, "unit": "%"},
  "dp.final_hpwl": {"value": 7890, "unit": "microns"},
  "sw_frac_of_total": {"value": 41.4, "unit": "%"},
  "drv_cap": {"value": 0},
  "clock_sinks": {"value": 45},
  "synth.cellmix.compoundShare": {"value": 22.9, "unit": "%"},
  "post_synth_and_or_nand_nor_area_fraction": {"value": 17.5, "unit": "%"},
  "number_of_cell_instances_after_yosys_synthesis": {"value": 575},
  "syn-instance-count": {"value": 575},
  "enable_flop_cells": {"value": 0},
  "floorplan.core_area": {"value": 0.0108, "unit": "sq mm"},
  "grt_antenna_before_repair": {"value": 0},
  "drive_gt1_share": {"value": 4.85, "unit": "%"},
  "setup_ws": {"value": 5720, "unit": "ps"},
  "warning_count": {"value": 26},
  "synthDistinctLibCells": {"value": 53},
  "power.combinational.fraction": {"value": 49.9, "unit": "%"},
  "cts_made_buffers": {"value": 5},
  "largest_net_degree_at_the_start_of_global_routing": {"value": 42},
  "stdcell_count": {"value": 738},
  "async_flop_share": {"value": 0, "unit": "%"},
  "timing.max_slew.rel_slack": {"value": 52.7, "unit": "%"},
  "floorplan.die.height": {"value": 107, "unit": "microns"},
  "drt_total_wl": {"value": 11000, "unit": "microns"},
  "startpoint_type": {"value": "flop"},
  "gr-total-overflow": {"value": 0},
  "design.die.area": {"value": 0.0115, "unit": "sq mm"},
  "power.density": {"value": 139, "unit": "mW/mm^2"},
  "power.share.sequential": {"value": 30.7, "unit": "%"},
  "max-clock-path-buffers": {"value": 2},
  "preCtsSetupSlack": {"value": 5470, "unit": "ps"},
  "layout.cells.most_common_list": {"value": "sky130_fd_sc_hd__inv_1 (53), sky130_fd_sc_hd__a21oi_1 (51), sky130_fd_sc_hd__nand2_1 (46)"},
  "placed_cells": {"value": 730},
  "placement.cell_area": {"value": 0.00491, "unit": "sq mm"},
  "drt_iter0_markers": {"value": 262},
  "post_cts_resized": {"value": 0},
  "gr_util_all_layers": {"value": 20.5, "unit": "%"},
  "cts.hold.buffers_added": {"value": 0},
  "vias_per_cell": {"value": 5.50},
  "whs": {"value": 485, "unit": "ps"},
  "rsz_0062_raised_after_global_routing": {"value": "no"},
  "max_clock_freq": {"value": 251, "unit": "MHz"},
  "pin_count": {"value": 38},
  "logic_family": {"value": "AND-OR/OR-AND gates"},
  "row_count": {"value": 38},
  "worst_case_clock_skew": {"value": 7.22, "unit": "ps"},
  "power_switching": {"value": 288, "unit": "uW"},
  "status": {"value": "finished clean"},
  "vias": {"value": 4060},
  "numPortBuffers": {"value": 36},
  "worstPathRequired": {"value": 9960, "unit": "ps"},
  "globalplace.congestion": {"value": 0.871},
  "drt_first_pass_iters": {"value": 5},
  "grt_pass1_vias": {"value": 3861},
  "period_needed": {"value": 3980, "unit": "ps"},
  "cts.clk_slew.worst_paths": {"value": 110, "unit": "ps"},
  "critical_path.max_fanout": {"value": 29},
  "arrival": {"value": 4250, "unit": "ps"},
  "fillerInstances": {"value": 1047},
  "synth_chip_area": {"value": 0.00443, "unit": "sq mm"}
}
final cells by class:
class                   count  area, sq um  share of cell area, %
clock inverters             3         28.8                  0.575
inverters                  53          199                   3.97
multi-input cells         447         3210                   64.0
well taps                 140          175                   3.50
clock buffers               5         68.8                   1.37
repair buffers             45          428                   8.55
flip-flops and latches     45          901                   18.0
metrics by stage:
step / power [mW] / util (%)
2_1_floorplan: 0.482 / -
3_3_place_gp: 0.559 / 45.5
3_5_place_dp: 0.561 / 45.5
4_1_cts: 0.700 / 46.4
5_1_grt: 0.756 / 46.4
6_report: 0.695 / 46.4
power groups by stage:
stage     registers (mW)  clock network [mW]  logic (mW)
5_1_grt            0.216               0.146       0.394
4_1_cts            0.213               0.139       0.348
6_report           0.213               0.135       0.347
kinds of logic (layout without fill, tap and decap cells):
group                    count (synthesis)  count (layout)
AND-OR/OR-AND                          160             160
multiplexers                            29              29
flip-flops                              45              45
buffers and inverters                   83             106
XOR/XNOR                                52              52
AND/OR/NAND/NOR                        158             158
adder cells (fa/ha/maj)                 47              47
other                                    1               1
cells in the mapped netlist (all sizes together), types with 6 or more instances:
cell    instances  share of area [%]
inv            53                4.5
a21oi          51                5.8
nand2          46                3.9
dfxtp          45                 20
ha             45                 13
nor2           34                2.9
o21ai          31                3.5
xor2           29                5.7
clkbuf         25                2.1
xnor2          23                4.5
mux2i          20                4.5
nor2b          14                2.0
nand3          11                1.2
nor3           11                1.2
and3           10                1.4
o221ai         10                2.0
a21o            8                1.4
nand2b          8                1.1
o22ai           8                1.1
and2            7               0.99
o211ai          7                1.2
a31oi           6               0.85
o21bai          6                1.0
worst max-delay path, cell delays in order (launching register included):
cell,delay [ps]
sky130_fd_sc_hd__dfxtp_1,320
sky130_fd_sc_hd__buf_4,340
sky130_fd_sc_hd__mux2_2,430
sky130_fd_sc_hd__o21ai_0,250
sky130_fd_sc_hd__nor2_1,70
sky130_fd_sc_hd__a21oi_1,270
sky130_fd_sc_hd__a21oi_1,130
sky130_fd_sc_hd__xor2_1,160
sky130_fd_sc_hd__ha_1,360
sky130_fd_sc_hd__a21o_1,190
sky130_fd_sc_hd__a21o_1,170
sky130_fd_sc_hd__a21oi_1,180
sky130_fd_sc_hd__nor2b_1,100
sky130_fd_sc_hd__nor2_1,190
sky130_fd_sc_hd__a21oi_1,160
sky130_fd_sc_hd__or4_1,520
sky130_fd_sc_hd__nand3_1,90
layer usage:
layer,up-vias,routed length (microns),GRT usage [%]
met3,9,416,1.98
met1,1893,5640,31.9
met5,-,0,0
met4,0,168,2.64
met2,74,4800,32.0
li1,2084,-,-
registers in the layout, summed over array words and instances (netlist names), named ones only:
register / count
iteration_no: 5
state: 3
z: 16
out_valid: 1
w: 16
final timing paths:
path,start,end,slack (ps),cells past startpoint
max reg2reg,flop,w[15]$_SDFFE_PN0P_,5720,16
min,z[2]$_SDFFE_PN0P_,z[2]$_SDFFE_PN0P_,490,2
min reg2reg,z[2]$_SDFFE_PN0P_,z[2]$_SDFFE_PN0P_,490,2
max,flop,w[15]$_SDFFE_PN0P_,5720,16
Power and IR drop assume default switching activity.
